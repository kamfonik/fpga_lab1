### flow/run.sh
#!/bin/bash
# OpenROAD 26Q1-2900-gdf79404cd8, Yosys 0.63+post, stock flow scripts
make -C /OpenROAD-flow-scripts/flow DESIGN_CONFIG=/design/flow/config.mk WORK_HOME=/design/flow/orfs finish
### flow/constraint.sdc
current_design sevensegment

set clk_period 1.3
set clk_io_pct 0.2

create_clock -name clk0 -period $clk_period

set non_clock_inputs [all_inputs -no_clocks]
set_input_delay [expr $clk_period * $clk_io_pct] -clock clk0 $non_clock_inputs
set_output_delay [expr $clk_period * $clk_io_pct] -clock clk0 [all_outputs]
### flow/config.mk
export PLATFORM = sky130hd
export DESIGN_NAME = sevensegment
export DESIGN_NICKNAME = sevensegment
export VERILOG_FILES = /design/flow/design.v
export SDC_FILE = /design/flow/constraint.sdc
export NUM_CORES = 4
export LEC_CHECK = 1
export CORE_AREA = 10 10 70 70
export DIE_AREA = 0 0 80 80
### flow/design.v
`timescale 1ns / 1ps
module sevensegment(output reg [6:0] Data_out, input [4:0] Data_in);
always @ (Data_in)
    case (Data_in)
        0:     Data_out <= 7'b0000001;   
        1:     Data_out <= 7'b1001111;
        2:     Data_out <= 7'b0010010;
        3:     Data_out <= 7'b0000110;
        4:     Data_out <= 7'b1001100;
        5:     Data_out <= 7'b0100100;
        6:     Data_out <= 7'b0100000;
        7:     Data_out <= 7'b0001111;
        8:     Data_out <= 7'b0000000;
        9:     Data_out <= 7'b0000100;
        10:    Data_out <= 7'b0001000;
        11:    Data_out <= 7'b1100000;
        12:    Data_out <= 7'b0110001;
        13:    Data_out <= 7'b1000010;
        14:    Data_out <= 7'b0110000;
        15:    Data_out <= 7'b0111000;
		  16:		Data_out <= 7'b1111111;
        default:    Data_out <= 7'b1111111;
    endcase
endmodule
==> summary.txt <==
flow finished, numbers: status finished with violations, failing checks setup timing, final worst-path setup slack -226.5 ps, Vias/cell 3.233, Synthesis Warnings 1, Net Switching 64.57 uW, DR DRC count 0, Setup-failing EPs final 7, Lkg Pwr 0.2535 nW, ys cells 36, Combinational Power Share 1.000, stage-log warning count 40, Hold Crit Class in2out, Place WS -1093 ps, std cell rows 21, total global-route track usage 0.03163, Fin. Hold Viols 0, initial antenna violation count 0, drt first pass iters 4, routed length per placed instance 9.476 um, Slew @ Worst Pin 247.1 ps, Syn Area/Cell 8.168 um^2, P_int 89.81 uW, Final TNS setup -1095 ps, Startpoint Class primary input, pwr dens 260.9 nW/um^2, register area 0 um^2, critical path peak fanout 4, total power 154.4 uW, highest clock rate 0.6551 GHz, share of power burned in registers 0, top cells, area ha_1 (30%), mux2i_1 (10%), mux2_1 (7.7%), a211o_1 (6.0%), a32oi_1 (6.0%), critical path class in2out, Max VDD drop 46.54 uV, Clock Power Share 0, Antenna diodes 0, Core Region 3416 um^2, DR iter-0 viols 39, Fillers 381, Chip Area, Yosys 294.0 um^2, largest net degree at the start of global routing 11, WL final 976 um, clock buffer count 0, layout cells sized above 1 0.5263, WP data arrival 1270 ps, most frequent cells after synthesis ha_1 (7), inv_1 (4), mux2i_1 (3), CTS Hold Bufs 0, first-pass GRT wire length 1.752 mm, RSZ-0062 raised after global routing true, Cell Type Count 19, total die area 6400 um^2, flop count 0, vias in the first global route 389, GPL Wtd Cong 0.7310, die x size 80 um, Final ANT Viol Nets 0, P&R area growth vs syn 101.3%, IO Count 12, Slew Limit Headroom 0.8340, switch share 0.4183, area share, top type 0.2979, Final Core Density 0.1733, Seq/Total Area, Yosys 0, max_cap viols 0, crit path capture type output port, detailed placer's ending HPWL 806 um, Comb area 315.3 um^2, post-synthesis cell count 36, cycle use final 1.174, grt ovf 0, dominant cell type by area after synthesis ha_1, Slew Viols, Final 0, minimum clock period 1527 ps, most frequent cell after synthesis ha_1, die y size 80 um, Post-Syn Area 294.0 um^2, count of buffers from port buffering 12, Pre-Place Util 0.08608, DR vias 333, WP data required 1040 ps
[routing by layer]
metal / track usage / vias up / part of all wire
met5: 0 / - / 0
met2: 0.06581 / 3 / 0.58
met4: 0.003521 / 0 / 0
met3: 0.002273 / 0 / 0.017
met1: 0.03362 / 153 / 0.40
li1: - / 177 / -
[critical path, cell delays in order]
cell and delay (ps):
buf_12 110, buf_6 110, ha_4 150, mux2_4 250, a211o_1 280, buf_2 110
[power groups by stage]
| stage | registers, mW | logic (mW) | clock network [mW] |
|---|---|---|---|
| 4_1_cts | 0 | 0.154 | 0 |
| 5_1_grt | 0 | 0.173 | 0 |
| 6_report | 0 | 0.154 | 0 |
[cell families (layout without fill, tap and decap cells)]
family | count (synthesis) | after routing | synth area share
simple gates | 11 | 11 | 0.2043
compound gates | 7 | 7 | 0.2128
buf+inv | 6 | 27 | 0.1063
mux | 5 | 5 | 0.1787
fa+ha+maj | 7 | 7 | 0.2979
[through the flow]
step	hold slack [ps]	cells	instance area (um^2)
floorplan	568.1	36	296.5
global placement	1659	102	533.0
detailed placement	1647	102	533.0
CTS	1022	103	584.3
global route	1053	103	591.8
finish	1008	103	591.8
[cells in the final DEF, fill, tap and decap left out, types with 2 or more instances in the layout]
cell           netlist  final
nor3_1               2      2
ha_2                 0      3
nand2b_1             2      2
buf_2                1      6
ha_4                 0      3
nand2_1              2      2
mux2i_1              3      3
inv_8                0      2
mux2_4               0      2
inv_1                4      2
dlygate4sd2_1        0      3
a211o_1              2      2
buf_4                0     10
a32oi_1              2      2
[cell type report]
cell class         count  area share
multi-input cells     30      0.5328
well taps             46     0.09725
repair buffers        23      0.3192
inverters              4     0.05074
[worst paths after layout]
path	from	end	slack (ps)	depth (start not counted)
worst max-delay path	Data_in[0]	Data_out[1]	-230	6
worst min-delay path	Data_in[3]	Data_out[4]	1010	4
[repair_timing]
action,in CTS,in global routing
buffers inserted,1,0
gates resized,54,2
endpoints found under the setup margin,7,7
pin swaps,10,6
Power is estimated from default activity; no workload was simulated.
